## flow/config.mk

```make
export PLATFORM = sky130hd
export DESIGN_NAME = FOUR_BIT_COMPUTER
export DESIGN_NICKNAME = FOUR_BIT_COMPUTER
export VERILOG_FILES = /design/flow/design.v
export SDC_FILE = /design/flow/constraint.sdc
export NUM_CORES = 4
export LEC_CHECK = 1
export CORE_UTILIZATION = 40
```

## flow/constraint.sdc

```tcl
current_design FOUR_BIT_COMPUTER

set clk_period 4.7
set clk_io_pct 0.2

create_clock -name clk0 -period $clk_period [get_ports {Clk}]

set non_clock_inputs [all_inputs -no_clocks]
set_input_delay [expr $clk_period * $clk_io_pct] -clock clk0 $non_clock_inputs
set_output_delay [expr $clk_period * $clk_io_pct] -clock clk0 [all_outputs]
```

## flow/design.v

```verilog
module FOUR_BIT_COMPUTER(Clk,init_A, init_B, address_location, byte_in, carry_in, port_in, 
					port_out, A,B,C,carry_out,ADDRESS_H, ADDRESS_L, stack_H, stack_L,ZF);
	input Clk, carry_in;
	input [3:0] init_A, init_B, address_location, byte_in;
	input [3:0] port_in;
	output reg [3:0] port_out;
	output reg  [3:0] A, B;
	output reg [3:0] C;
	output reg carry_out;
	output reg [3:0]  ADDRESS_H, ADDRESS_L, stack_H, stack_L;
	output reg ZF;	
	integer k=-1, call=0, ret=0;
	always @(posedge Clk)
	begin
		ZF=0;
		if (k==-1)		 
		begin
			{ADDRESS_H, ADDRESS_L} = 25;
			k=k+1;
		end
		if (call==0)	 
		begin
			k=k+1;
			A = init_A;
			B = init_B;
		end		
		if (call!=0 && k>0)		 
		begin
			{ADDRESS_H, ADDRESS_L} = k;
		end	
		if ({ADDRESS_H, ADDRESS_L} == 25)				 
		begin	
			{carry_out,C}=A+B;
			ZF = (C==0)? 1:0;
			A=C;
			C=0;
			{ADDRESS_H, ADDRESS_L} = 30;
			ret = (call)? 1:0;
		end
		else if ({ADDRESS_H, ADDRESS_L} == 30)			 
		begin
			{carry_out,C}=A-B;
			ZF = (C==0)? 1:0;
			A=C;
			C=0;
			{ADDRESS_H, ADDRESS_L} = 36;
			ret = (call)? 1:0;
		end
		else if	({ADDRESS_H, ADDRESS_L} == 36)			 
		begin
			C = A;
			A = B;
			B = C;
			ZF = (C==0)? 1:0;
			C = 0;
			{ADDRESS_H, ADDRESS_L} = 43;
			ret = (call)? 1:0;
		end
		else if	({ADDRESS_H, ADDRESS_L} == 43)			 
		begin
			A = address_location;
			{ADDRESS_H, ADDRESS_L} = 44;
			ret = (call)? 1:0;
		end
		else if	({ADDRESS_H, ADDRESS_L} == 44)			 
		begin
			C = 0;
			carry_out = carry_in;
			B = (B>>1)+carry_out*8;	
			{ADDRESS_H, ADDRESS_L} = 47;	
			ret = (call)? 1:0;	
		end
		else if	({ADDRESS_H, ADDRESS_L} == 47)			 
		begin
			carry_out= 0;
			A = port_in;	
			{ADDRESS_H, ADDRESS_L} = 49;	
			ret = (call)? 1:0;	
		end
		else if	({ADDRESS_H, ADDRESS_L} == 49)			 
		begin
			port_out = A;
			{ADDRESS_H, ADDRESS_L} = 50;	
			ret = (call)? 1:0;	
		end
		else if	({ADDRESS_H, ADDRESS_L} == 50)			 
		begin
			C= A&B;	
			ZF = (C==0)? 1:0;
			A = C;
			C = 0 ;
			{ADDRESS_H, ADDRESS_L} = 54;	
			ret = (call)? 1:0;	
		end
		else if	({ADDRESS_H, ADDRESS_L} == 54)			 
		begin
			C= B&byte_in;
			ZF = (C==0)? 1:0;
			C=0;
			{ADDRESS_H, ADDRESS_L} = 59;
			ret = (call)? 1:0;			
		end
		else if	({ADDRESS_H, ADDRESS_L} == 59)			 
		begin
			C= B|byte_in;	
			ZF = (C==0)? 1:0;
			B=C;
			C=0;
			{ADDRESS_H, ADDRESS_L} = 66;
			ret = (call)? 1:0;
		end
		else if	({ADDRESS_H, ADDRESS_L} == 66)			 
		begin
			C= A^address_location;
			A= C;		
			ZF = (C==0)? 1:0;
			C=0;
			{ADDRESS_H, ADDRESS_L} = 70;
			ret = (call)? 1:0;
		end
		else if	({ADDRESS_H, ADDRESS_L} == 70)			 
		begin
			{stack_H, stack_L}= B;		
			{ADDRESS_H, ADDRESS_L} = 71;	
			ret = (call)? 1:0;
		end
		else if	({ADDRESS_H, ADDRESS_L} == 71)			 
		begin
			B = 15;
			B = stack_L;
			{stack_H, stack_L} = 0;	
			{ADDRESS_H, ADDRESS_L} = 745;	
			ret = (call)? 1:0;	
		end
		else if	({ADDRESS_H, ADDRESS_L} == 745)			 
		begin
			call=36;	
			{ADDRESS_H, ADDRESS_L} = 855;	
			{stack_H, stack_L} ={ADDRESS_H, ADDRESS_L}+1;		
		end
		else if	({ADDRESS_H, ADDRESS_L} == 855)			 
		begin
			call=0;
			{ADDRESS_H, ADDRESS_L}= {stack_H, stack_L};
			{stack_H, stack_L} = 0;
		end
		else if	({ADDRESS_H, ADDRESS_L} == 777)			 
		begin
			k=15;
			{ADDRESS_H, ADDRESS_L} = 777;	
		end	
		if (call!=0) 			 
		begin
			k=(ret)? 855:call;	
		end
	end 		
endmodule 
```

## flow/run.sh

```bash
#!/bin/bash
# OpenROAD 26Q1-2900-gdf79404cd8, Yosys 0.63+post, stock flow scripts
make -C /OpenROAD-flow-scripts/flow DESIGN_CONFIG=/design/flow/config.mk WORK_HOME=/design/flow/orfs finish
```

==> Slide: Implementation Results <==
Flow Results at a Glance

Final timing
  – Final hold violation count: 0
  – Slew of the pin with the lowest slew margin: 1.01 ns
  – Total of endpoints with negative setup slack in the final report: 0
  – Setup tns final: 0 ns
  – Highest attainable clock frequency: 279 MHz
  – Slew Viols, Final: 0
  – Part of the cycle the worst path needs: 76.3%
  – Worst Skew: 0.00994 ns
  – Relative slew slack: 32.4%
  – RSZ-0062 raised after global routing: false
  – Min Clock Period, post-route: 3.59 ns

Finish
  – Share of post-route cells with drive strength above 1: 8.26%
  – Total area of sequential cells: 0.00125 mm²
  – Final Cell Area: 0.00437 mm²
  – Area added between synthesis and finish: 19.8%
  – Most common library cell in the layout ignoring fill and taps: dfxtp_1
  – Filler instances: 835
  – Area of combinational cells with multiple inputs: 0.00223 mm²
  – Top cells excl fill/tap: dfxtp_1, clkdlybuf4s50_1, nand2_1

Drt
  – Total wire length after detailed routing: 10.1 mm
  – DR WL/cell: 17.4 µm
  – Avg Vias per Cell: 5.85
  – Antenna diode instance count: 0
  – Number of iterations in the first detailed-routing pass: 5
  – Count of nets left with antenna violations after detail routing: 0
  – Drt initial violations: 221
  – Total via count after detailed routing: 3395
  – DRC viols: 0

Synth
  – Syn. warnings: 1
  – Gate Count Post-Synth: 421
  – Proportion of synthesized chip area in sequential cells: 34.3%
  – Proportion of register bits with asynchronous set or reset after synthesis: 0%
  – Count of instantiated cells in the yosys netlist: 421
  – Synthesized chip area reported by yosys: 0.00365 mm²
  – Post-Synthesis Mean Instance Area: 8.68 µm²
  – Count of library flops with an enable pin: 9
  – Synthesized cell area: 0.00365 mm²
  – Distinct cell type count after synthesis: 68
  – Synthesis-stage register bit count: 58
  – Post-synth top flop: dfxtp_1

Clocking
  – Clock sinks: 58
  – Root Buffer Master: clkbuf_8
  – Clock tree from TritonCTS: done
  – # Post-CTS Setup Buffers: 0
  – Reg clk slew, reported paths: 0.07 ns
  – H-Tree Depth: 3
  – Cells resized by post-CTS repair: 0
  – CTS buffer count: 9
  – Max Root-Sink Buffers: 2
  – Clk Latency, worst-skew pair: 0.35 ns
  – Hold bufs inserted after CTS: 0

Power
  – Comb power frac: 8.6%
  – Part of the total power dissipated in sequential elements: 46.0%
  – Sw Pwr: 257 µW
  – Overall power consumption: 1.10 mW
  – P_int: 847 µW
  – Static leakage: 1.56 nW
  – Clk pwr share: 45.4%
  – Switching fraction of total power: 23.3%
  – PwrDens: 252 mW/mm²
  – Max VDD drop: 0.150 mV

Global routing
  – Overall global routing resource usage: 22.0%
  – Antenna violations before repair: 0
  – Vias in the first global route: 3275
  – Wire length of the first global-routing pass: 16.3 mm
  – Maximum number of pins on one net before global-route repair: 28
  – Sum of overflow across all layers after global routing: 0

Worst setup path
  – Cell count of the worst reg-to-reg path: 13
  – Minimum setup slack among reg-to-reg paths: 1.11 ns
  – Launching element type of the critical path: flip-flop
  – Element type at the critical path end: flip-flop
  – Endpoint arrival time on the critical path: 3.82 ns
  – CP max FO: 19
  – WP data required: 4.93 ns
  – Critical setup path kind: reg -> reg

Min path
  – Type of the most critical hold path: reg -> reg
  – Number of cells on the worst hold path: 1

Job
  – Tool warnings: 29
  – Tally of max-capacitance violations: 0

Die
  – Chip height: 97.6 µm
  – IO Pins: 56
  – Pre-placement core utilization: 41.7%
  – Std cell rows: 34
  – Chip area: 0.00952 mm²
  – Horizontal die dimension: 97.6 µm
  – Floorplan Core Area: 0.00876 mm²

Placed design
  – Total of buffers placed on input and output ports: 47
  – Half-perimeter wire length after detailed placement: 7.32 mm
  – Routability Congestion: 0.990
  – Total placed instance area: 0.00416 mm²

Run status
  – Outcome: completed
worst max-delay path: stages (launching register included):
cell	delay, ns
dfxtp_1	0.40
nand4_1	0.27
nor4_4	0.44
nand3_1	0.13
buf_4	0.24
xnor2_1	0.21
ha_1	0.24
nand2_1	0.10
or3_1	0.37
nor3_1	0.29
nor3b_2	0.40
a21oi_1	0.08
o31ai_1	0.21
o31ai_1	0.10
layout make-up:
type | count | area share, %
Inverter | 10 | 0.858
Clock inverter | 4 | 1.06
Clock buffer | 12 | 3.80
Multi-Input combinational cell | 336 | 51.0
Timing Repair Buffer | 52 | 11.6
Sequential cell | 58 | 28.6
Tap cell | 108 | 3.09
cell families after synthesis:
| kind of cell | Yosys count | synth area share, % |
|---|---|---|
| mux | 2 | 0.617 |
| compound gates | 89 | 17.9 |
| other cells | 1 | 0.103 |
| fa+ha+maj | 12 | 4.52 |
| buf+inv | 34 | 5.41 |
| simple gates | 189 | 28.6 |
| xor+xnor | 36 | 8.63 |
| flops | 58 | 34.3 |
stage by stage:
step	utilization [%]	cells	worst slack (ns)	hold slack, ns
after floorplan	-	428	1.28	0.434
after global placement	47.5	564	1.25	0.452
after detailed placement	47.5	564	1.17	0.454
after CTS	49.9	580	1.10	0.465
after global routing	49.9	580	0.790	0.482
final	49.9	580	1.11	0.463
synthesized netlist by cell type (9+ instances only):
master	number	area, µm²
nand2_1	37	139
dfxtp_1	49	981
inv_1	10	37.5
nand3_1	29	145
edfxtp_1	9	270
nor3_1	14	70.1
clkbuf_1	9	33.8
nand4_1	9	56.3
xnor2_1	22	193
a21oi_1	13	65.1
ha_1	10	125
nor4_1	9	56.3
xor2_1	14	123
o21ai_0	15	75.1
nor2_1	35	131
sequential cells by signal (all words and copies together) (netlist names):
register,count
carry_out,1
port_out,4
ZF,1
A,4
ADDRESS_L,4
ADDRESS_H,4
B,4
stack_L,4
k,32
metal layers:
layer	track usage, %	share of wire [%]
met1	29.9	43
met2	35.5	47
met3	3.95	6.7
met4	8.60	3.9
met5	0	0
worst paths after layout:
check / start / endpoint
max reg2reg: k[19]$_DFF_P_ / k[30]$_DFF_P_
max: k[19]$_DFF_P_ / k[30]$_DFF_P_
min reg2reg: k[31]$_DFF_P_ / k[31]$_DFF_P_
min: k[31]$_DFF_P_ / k[31]$_DFF_P_
power by group through the flow:
stage	logic, mW	registers, mW	clock network (mW)
finish	0.0947	0.508	0.502
CTS	0.0940	0.508	0.517
global route	0.104	0.508	0.532
Power figures rest on the tool's default switching activity, not on a simulated workload.
